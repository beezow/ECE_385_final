[design.v]
module dilation(
	input            		CLK,
	input            		RST,
	input logic  		   Value,
	input logic   			Data_in,
	output logic 		 	Data_out
	);
 wire 	Line1_in, Line2_in, Line1_out, Line2_out, Line3_in, Line3_out;
 logic   P0 =1'b1;
 logic   P1 =1'b1;
 logic   P2 =1'b1;
 logic   P3 =1'b1;
 logic   P4 =1'b1;
 logic   P5 =1'b1;
 logic   P6 =1'b1;
 logic   P7 =1'b1;
 logic   P8 =1'b1;
 logic 	sum1, sum2, sum3;
 wire outputs1, outputs2;
reg_640 line1(.CLK, .RESET(RST), .Shift_In(Line1_in), 
				.Shift_En(Value), .Shift_Out(Line1_out));
reg_800 line2(.CLK, .RESET(RST), .Shift_In(Line2_in), 
				.Shift_En(Value), .Shift_Out(Line2_out));	
reg_800 line3(.CLK, .RESET(RST), .Shift_In(Line3_in), 
				.Shift_En(Value), .Shift_Out(Line3_out));	
reg_320 out1(.CLK, .RESET(RST), .Shift_In(outputs1), 
				.Shift_En(Value), .Shift_Out(outputs2));	
reg_640 out2(.CLK, .RESET(RST), .Shift_In(outputs2), 
				.Shift_En(Value), .Shift_Out(Data_out));					
always_comb 
outputs1 = sum1|sum2|sum3;			
always_ff@(posedge CLK) begin
     begin
			P8 <=    	P7;
			P7 <=    	P6;
			P6 <=	Line3_out;
			P5 <=    	P4;
			P4 <=    	P3;
			P3 <=Line2_out;
			P2 <=    	P1;
			P1 <=    	P0;
			P0 <= Line1_out;
			Line3_in <= Line2_out;
			Line2_in <= Line1_out;
			Line1_in<=Data_in;
			sum1 <= P0 | P2 | P1;
			sum2 <= P3 | P4 | P5;
			sum3 <= P6 | P7 | P8;
     end
	end
endmodule	
module reg_320 (input CLK, RESET, Shift_In, Shift_En,
					 output Shift_Out);
		logic [319:0]Data = ~0;
		assign Shift_Out = Data[319];
		always_ff @ (posedge CLK)
		begin
			if(RESET)
				Data <=0;
			else if (Shift_En)
			begin 
				Data <= Data<<1;
				Data[0] <= Shift_In;
			end
		end
endmodule 					
module reg_640 (input CLK, RESET, Shift_In, Shift_En,
					 output Shift_Out);
		logic [639:0]Data = ~0;
		assign Shift_Out = Data[639];
		always_ff @ (posedge CLK)
		begin
			if(RESET)
				Data <=0;
			else if (Shift_En)
			begin 
				Data <= Data<<1;
				Data[0] <= Shift_In;
			end
		end
endmodule 					
module reg_800 (input CLK, RESET, Shift_In, Shift_En,
					 output Shift_Out);
		logic [799:0]Data = ~0;
		assign Shift_Out = Data[799];
		always_ff @ (posedge CLK)
		begin
			if(RESET)
				Data <=0;
			else if (Shift_En)
			begin 
				Data <= Data<<1;
				Data[0] <= Shift_In;
			end
		end
endmodule 					
[run.sh]
#!/bin/bash
# OpenROAD 26Q1-2900-gdf79404cd8, Yosys 0.63+post, stock flow scripts
make -C /OpenROAD-flow-scripts/flow DESIGN_CONFIG=/design/flow/config.mk WORK_HOME=/design/flow/orfs finish
[config.mk]
export PLATFORM = sky130hd
export DESIGN_NAME = dilation
export DESIGN_NICKNAME = dilation
export VERILOG_FILES = /design/flow/design.v
export SDC_FILE = /design/flow/constraint.sdc
export NUM_CORES = 4
export LEC_CHECK = 1
export CORE_UTILIZATION = 50
[constraint.sdc]
current_design dilation

set clk_period 1.5
set clk_io_pct 0.2

create_clock -name clk0 -period $clk_period [get_ports {CLK}]

set non_clock_inputs [all_inputs -no_clocks]
set_input_delay [expr $clk_period * $clk_io_pct] -clock clk0 $non_clock_inputs
set_output_delay [expr $clk_period * $clk_io_pct] -clock clk0 [all_outputs]
==> run notes <==
run metrics: clock latency (worst-skew pair)=920 ps, Post-Place Setup Slack=-109.9 ps, share of cells above drive strength 1=0.08122, IR drop worst, VDD=0.9459 mV, crit start category=flip-flop, Synth flops=3,215, CTS tree=built, vias in the first global route=61.51k, antenna violations before repair=1, Gate Count Post-Synth=10.33k, Post-Syn Area=116,100 um2, violated checks=setup timing, design area=127,700 um2, fin crit share=1.095, CP max stage cell=dfxtp_2, # setup viols final=1, Cell Count, Final, Fillers Out=13.58k, Commonest flop=dfxtp_1, H-tree depth=5, Via density=4.768, chip width=483.8 um, critical path fanouts, max=2, clock root buffer=clkbuf_16, pwr dens=1347 nW/um2, Die Ht=483.8 um, Remaining DRCs=0, actual slew at the worst max-slew pin=between 500 and 600 ps, DR WL/cell=11.45 um, Syn Area/Cell=11.23 um2, synth-to-layout area growth=9.997%, via count=64.75k, Initial Util=0.5039, yosys cell count=10.33k, Final HPWL DP=86,560 um, Post-DRT Antenna Nets=0, R2R cell count=2, Die ar.=~230,000 um2, global-route wire length before repair=276,200 um, dpl cell area=116,700 um2, fillcell total=roughly 18k, # rows=176, TNS Setup=-142.6 ps, Top delay family on crit path=flip-flops, Final Core Density=0.5543, CP max stage delay=320 ps, RSZ-0062 raised after global routing=yes, Largest type area fraction=0.5545, post-placement cell count=12.99k, Hold Startpoint=line3.Data[799], Clock Pin Slew Worst Setup and Hold Paths=60 ps, hold endpoint=P6, WP data required=between 1000 and 1500 ps, RR Startpoint=sum3, total chip power=171.9 mW, crit end category=output pin, Post-Route WL=approximately 160,000 um, CP Buf/Inv Count=1, Leak=approximately 57 nW, initial drt markers=2,536, most frequent cell after synthesis=dfxtp_1, Cell Type Count=12, Max-Slew Margin vs Limit=0.6304, OpenROAD warning count=31, Synth area leader=dfxtp_1, Post-synth ARST share=0, Synth Warn #=8, outcome=finished, violations left, CP Class=flip-flop to output pin, Max Cap Violations=0, largest net degree at the start of global routing=between 100 and 150, Post-synth EDFFs=0, Pins Over Slew Limit=0, core area=230,300 um2, Setup Skew=about 35 ps, Final Hold Fails=0, top cells, area=dfxtp_1, mux2i_1, nor2_1, buf_12, buf_2, WHS Path Cells=0, Synth Seq Share=0.5545, clk sinks=3,215, Total Routing Usage GR=0.1376, Max Freq=approximately 610 MHz, R2R Setup Slk=roughly 650 ps, Overflow after GRT=0, IO Port Bufs=4, Reg-to-Reg End=out1.Data[0], setup ws final=-142.6 ps, Hold Path Class=flip-flop to flip-flop, # IOs=5, clk buf depth=4, worst hold slack=338.7 ps, TritonCTS Buffers=339, Yosys Chip Area=116,100 um2, drt first pass iters=5, GPL Wtd Cong=between 0.7 and 0.8, top cells by count=dfxtp_1, nor2_1, mux2i_1, CP cell instances=buf_6, fin crit period=1643 ps, Worst EP arrival=around 1300 ps
-- cell type report --
type	count	area, um2	share of cell area
sequential	3215	64360	0.5041
tap	3026	3786	0.02966
timing repair buffer	350	4558	0.03570
clock inverter	74	703.2	0.005508
multi-input combinational	6404	44060	0.3451
clock buffer	509	10190	0.07984
antenna	1	2.502	0.00001960
-- kinds of logic (layout without fill, tap and decap cells) --
kind of cell / after synthesis / in the layout / share of synthesized area
flip-flops: 3215 / 3215 / 0.5545
AND/OR/NAND/NOR: 3204 / 3204 / 0.1037
AND-OR/OR-AND: 1 / 1 / 0.00006470
other: 0 / 1 / 0
multiplexers: 3199 / 3199 / 0.2759
buffers and inverters: 712 / 933 / 0.06583
-- per-layer routing --
layer | global-route usage | wire length (um) | up-vias
met1 | 0.2160 | 81870 | 29564
li1 | - | - | 34386
met5 | 0 | 0 | -
met2 | 0.2058 | 64580 | 435
met3 | 0.02203 | 4444 | 364
met4 | 0.03795 | 4570 | 0
-- power by group --
group | leakage, nW | internal (mW) | switching, mW
sequential | 25.9 | 85.4 | 0.00377
clock | 5.41 | 48.5 | 31.7
combinational | 25.5 | 2.68 | 3.60
-- cell usage in the layout, fill, tap and decap left out, drive strengths merged, types with 3 or more instances in the layout --
master       count
dfxtp         3215
buf            346
clkinv          57
or3              3
dlygate4sd3      3
inv              4
mux2i         3199
nor2          3200
clkbuf         509
bufinv          11
-- registers in the layout, summed over array words and instances, names as in the netlist, 320 cells and up --
| register | cells |
|---|---|
| line3.Data | 800 |
| line2.Data | 800 |
| out1.Data | 320 |
| out2.Data | 640 |
| line1.Data | 640 |
-- worst max path at each step --
stage / start / slack (ps) / depth (start not counted) / endpoint
5_1_grt: out2.Data[639] / -240 / 1 / Data_out
4_1_cts: out2.Data[639] / -240 / 1 / Data_out
6_report: out2.Data[639] / -140 / 1 / Data_out
-- timing repair --
action | CTS | global route
resized | 6 | 0
endpoints found under the hold margin | 431 | 0
endpoints found under the setup margin | 1 | 1
buffers inserted | 1 | 0
pin swaps | 0 | 0
hold buffers | 3 | 0
No activity file was given, so power comes from the tool's default toggle rates.
