==> design.v <==
module erosion(
	input            		CLK,
	input            		RST,
	input logic  		   Value,
	input logic   			Data_in,
	output logic 		 	Data_out
	);
 wire 	Line1_in, Line2_in, Line1_out, Line2_out, Line3_in, Line3_out;
 logic   P0 =1'b0;
 logic   P1 =1'b0;
 logic   P2 =1'b0;
 logic   P3 =1'b0;
 logic   P4 =1'b0;
 logic   P5 =1'b0;
 logic   P6 =1'b0;
 logic   P7 =1'b0;
 logic   P8 =1'b0;
 logic 	sum1, sum2, sum3;
 wire outputs1, outputs2;
reg_640 line1(.CLK, .RESET(RST), .Shift_In(Line1_in), 
				.Shift_En(Value), .Shift_Out(Line1_out));
reg_800 line2(.CLK, .RESET(RST), .Shift_In(Line2_in), 
				.Shift_En(Value), .Shift_Out(Line2_out));	
reg_800 line3(.CLK, .RESET(RST), .Shift_In(Line3_in), 
				.Shift_En(Value), .Shift_Out(Line3_out));	
reg_320 out1(.CLK, .RESET(RST), .Shift_In(outputs1), 
				.Shift_En(Value), .Shift_Out(outputs2));	
reg_640 out2(.CLK, .RESET(RST), .Shift_In(outputs2), 
				.Shift_En(Value), .Shift_Out(Data_out));					
always_comb 
outputs1 = sum1&sum2&sum3;			
always_ff@(posedge CLK) begin
     begin
			P8 <=    	P7;
			P7 <=    	P6;
			P6 <=	Line3_out;
			P5 <=    	P4;
			P4 <=    	P3;
			P3 <=Line2_out;
			P2 <=    	P1;
			P1 <=    	P0;
			P0 <= Line1_out;
			Line3_in <= Line2_out;
			Line2_in <= Line1_out;
			Line1_in<=Data_in;
			sum1 <= P0 & P2 & P1;
			sum2 <= P3 & P4 & P5;
			sum3 <= P6 & P7 & P8;
     end
	end
endmodule	
module reg_320 (input CLK, RESET, Shift_In, Shift_En,
					 output Shift_Out);
		logic [319:0]Data = ~0;
		assign Shift_Out = Data[319];
		always_ff @ (posedge CLK)
		begin
			if(RESET)
				Data <=0;
			else if (Shift_En)
			begin 
				Data <= Data<<1;
				Data[0] <= Shift_In;
			end
		end
endmodule 					
module reg_640 (input CLK, RESET, Shift_In, Shift_En,
					 output Shift_Out);
		logic [639:0]Data = ~0;
		assign Shift_Out = Data[639];
		always_ff @ (posedge CLK)
		begin
			if(RESET)
				Data <=0;
			else if (Shift_En)
			begin 
				Data <= Data<<1;
				Data[0] <= Shift_In;
			end
		end
endmodule 					
module reg_800 (input CLK, RESET, Shift_In, Shift_En,
					 output Shift_Out);
		logic [799:0]Data = ~0;
		assign Shift_Out = Data[799];
		always_ff @ (posedge CLK)
		begin
			if(RESET)
				Data <=0;
			else if (Shift_En)
			begin 
				Data <= Data<<1;
				Data[0] <= Shift_In;
			end
		end
endmodule 					
==> run.sh <==
#!/bin/bash
# OpenROAD 26Q1-2900-gdf79404cd8, Yosys 0.63+post, stock flow scripts
make -C /OpenROAD-flow-scripts/flow DESIGN_CONFIG=/design/flow/config.mk WORK_HOME=/design/flow/orfs finish
==> config.mk <==
export PLATFORM = sky130hd
export DESIGN_NAME = erosion
export DESIGN_NICKNAME = erosion
export VERILOG_FILES = /design/flow/design.v
export SDC_FILE = /design/flow/constraint.sdc
export NUM_CORES = 4
export LEC_CHECK = 1
export CORE_UTILIZATION = 50
==> constraint.sdc <==
current_design erosion

set clk_period 1.3
set clk_io_pct 0.2

create_clock -name clk0 -period $clk_period [get_ports {CLK}]

set non_clock_inputs [all_inputs -no_clocks]
set_input_delay [expr $clk_period * $clk_io_pct] -clock clk0 $non_clock_inputs
set_output_delay [expr $clk_period * $clk_io_pct] -clock clk0 [all_outputs]
==> flow_summary.ini <==
; synthesis and place-and-route metrics
[placed_design]
portBuffers = 4
placed_area_um2 = 117000
gp_routability_congestion = 0.734
dp_hpwl_mm = 86.0

[clock_network]
insertion_delay_ps = 900
clockBufferDepth = 4
cts_num_sinks = 3215
cts-buffers-inserted = 341
clk_pin_slew_ps = 60
htree_levels = 5
cts_root_buf = clkbuf_16
cts_setup_buffers = 0
cts_tree = yes

[drt]
drt_first_pass_iters = 5
wire_per_inst_um = 11.3
drc = 0
postRouteAntennaNets = 0
num_vias = 64900
drt-initial-drc-count = 2658
vias_per_cell = 4.78
routed_wl_mm = 154

[final_timing]
maxSlewHeadroom = 0.676
period_needed_ps = 1580
worstMarginPinSlew_ps = 486
fin_worst_skew_ps = 32.5
rsz0062_at_grt = yes
hold_violations = 0
slew_violations = 0
setup_viol_count_final = 1
clock.fmax_mhz = 631
timing.final.ws_setup_ps = -285
finalClockPeriodUsage = 1.22
setup_tns_ps = -285

[floorplan]
chipWidth_um = 482
rows = 175
die_y_um = 482
coreArea_um2 = 228000
fp_util = 0.505
dieArea_um2 = 232000
io_pins = 5

[power_and_ir_drop]
irDropWorstVdd_mv = 1.10
power.leakage_nw = 57.1
pwr_density_cell_nw_per_um2 = 1550

[setup_path]
slowest_stage = dfxtp_2
slowest_delay_ps = 320
critPathCaptureType = output pin
crit_path_start_kind = flop
crit_start = out2.Data[639]$_SDFFE_PP0P_
worst-endpoint-arrival_ps = 1320
cpLargestDelayFamily = flip-flops
path_class = reg -> out
crit_chain = buf_2
cp_num_buf_inv = 1
r2r-start = out2.Data[147]$_SDFFE_PP0P_
required_ps = 1040
crit_path_max_fanout = 2

[yosys]
ys_ff = 3215
synth.distinct_cells = 13
syn_area_um2 = 115000
synthCells = 10300
yosysSeqAreaShare = 0.559
yosys_cells = 10300
synth_area_per_cell_um2 = 11.1
yosysChipArea_um2 = 115000
ys_warn_count = 8

[outcome]
status = complete, but fails checks
violations = negative setup slack

[finish]
layout-drive-gt1-share = 0.0838
fin_area_um2 = 128000
syn2layout_area_growth_pct = 11.5
layout_top_cells = dfxtp_1, mux2i_1, nor2_1
combGateArea_um2 = 44100
final_common_cell = dfxtp_1
fill_cells = 18100
seq_area_um2 = 64400

[global_route]
track_usage = 0.138
grt-ovfl-total = 0
grt_max_degree = 103
first_global_vias = 61100
antenna_found_initial = 1
grt_pass1_wl_mm = 274

[flow_run]
tool_warnings = 31
maxCapViolations = 0

[min_path]
min_from = P7$_DFF_P_
min_path_type = reg -> reg
## flip-flops by register name, summed over array words and instances (netlist names), 320 cells and up
signal      count
line3.Data    800
out1.Data     320
out2.Data     640
line1.Data    640
line2.Data    800
## timing repair
item                                    4_1_cts  5_1_grt
resized                                       4        0
hold buffers                                  3        0
cloned                                        0        0
endpoints found under the setup margin        1        1
hold endpoints to repair                    530        0
## per-layer routing
layer | global-route usage | wire [um] | up-vias
met5 | 0 | 0 | -
li1 | - | - | 34400
met1 | 0.218 | 80700 | 29700
met2 | 0.205 | 64000 | 457
met3 | 0.0231 | 4730 | 382
met4 | 0.0386 | 4570 | 0
## kinds of logic (layout without fill, tap and decap cells)
group                  count (synthesis)  count (layout)  synth area share
DFF                                 3215            3215             0.559
and+or+nand+nor                     3204            3204             0.105
muxes                               3199            3199             0.278
buffers and inverters                712             963            0.0576
AOI/OAI and AO/OA                      1               1         0.0000435
other                                  0               1                 0
## per-stage QoR
step           setup WS [ps]  power (W)   util  instances  hold slack [ps]
2_1_floorplan           73.1      0.107      -      10300              288
3_3_place_gp            -203      0.108  0.515      13000              328
3_5_place_dp            -221      0.108  0.515      13000              329
4_1_cts                 -389      0.202  0.563      13600              282
5_1_grt                 -384      0.206  0.563      13600              311
6_report                -285      0.198  0.563      13600              341
## path summary, 6_finish.rpt
check | to | slack (ps) | cells after the start
max | Data_out | -280 | 1
min | P8$_DFF_P_ | 340 | 0
max reg2reg | out2.Data[148]$_SDFFE_PP0P_ | 620 | 2
min reg2reg | P8$_DFF_P_ | 340 | 0
## where the power goes
| part | switching [W] | internal (W) |
|---|---|---|
| combinational | 0.00418 | 0.00328 |
| sequential | 0.00000225 | 0.0985 |
| clock | 0.0363 | 0.0561 |
| total | 0.0405 | 0.158 |
## cells in the mapped netlist
library cell | instances | area (um^2)
buf_6 | 90 | 1010
dfxtp_1 | 3215 | 64400
a21oi_1 | 1 | 5.00
nor2_1 | 3199 | 12000
buf_12 | 32 | 641
buf_2 | 307 | 1540
buf_4 | 31 | 233
mux2i_1 | 3199 | 32000
nand4_1 | 1 | 6.26
nand2b_1 | 1 | 6.26
and3_1 | 3 | 18.8
buf_8 | 200 | 3000
clkbuf_1 | 52 | 195
## layout make-up
type | instances | area share
antenna | 1 | 0.0000195
clock buffer | 506 | 0.0791
clock inverter | 69 | 0.00544
multi-input combinational | 6404 | 0.344
sequential | 3215 | 0.502
tap | 3009 | 0.0294
timing repair buffer | 388 | 0.0406
Power figures rest on the tool's default switching activity, not on a simulated workload.
