==> ./design.v <==
module reg_960 (input CLK, RESET, Shift_In, Shift_En,
					 output Shift_Out);
		logic [959:0]Data = ~0;
		assign Shift_Out = Data[959];
		always_ff @ (posedge CLK)
		begin
			if(RESET)
				Data <=0;
			else if (Shift_En)
			begin 
				Data <= Data<<1;
				Data[0] <= Shift_In;
			end
		end
endmodule 					
==> ./run.sh <==
#!/bin/bash
# OpenROAD 26Q1-2900-gdf79404cd8, Yosys 0.63+post, stock flow scripts
make -C /OpenROAD-flow-scripts/flow DESIGN_CONFIG=/design/flow/config.mk WORK_HOME=/design/flow/orfs finish
==> ./config.mk <==
export PLATFORM = sky130hd
export DESIGN_NAME = reg_960
export DESIGN_NICKNAME = reg_960
export VERILOG_FILES = /design/flow/design.v
export SDC_FILE = /design/flow/constraint.sdc
export NUM_CORES = 4
export LEC_CHECK = 1
export CORE_UTILIZATION = 40
==> ./constraint.sdc <==
current_design reg_960

set clk_period 1.2
set clk_io_pct 0.2

create_clock -name clk0 -period $clk_period [get_ports {CLK}]

set non_clock_inputs [all_inputs -no_clocks]
set_input_delay [expr $clk_period * $clk_io_pct] -clock clk0 $non_clock_inputs
set_output_delay [expr $clk_period * $clk_io_pct] -clock clk0 [all_outputs]
==> deck_impl_summary.md <==
Synthesis and Place & Route Summary

Status
  • Outcome: complete, but fails checks
  • Failing checks: negative setup slack

Power
  • LEAKAGE: 17.0 nW
  • Clock power frac: 0.462
  • Sw Pwr: 0.0131 W
  • Flop pwr share: 0.500
  • PwrDens: 1650 nW/um2
  • VDD IR max: 0.00110 V
  • Internal power: 0.0507 W
  • Comb power frac: 0.037
  • Switch share: 0.205

Timing
  • Final hold vios: 0
  • Max Fclk: 787 MHz
  • Final worst slack: -0.0704 ns
  • Final setup viols: 1
  • RSZ-0062 raised after global routing: true
  • Worst Clk Skew: 0.00898 ns
  • Fin Setup TNS: -0.0704 ns
  • Fin crit period: 1.27 ns
  • Fin crit share: 1.06
  • Max_slew headroom: 0.659
  • Final Max Slew Viols: 0
  • Worst-Margin Slew: 0.512 ns
  • WHS: 0.0584 ns

Clocking
  • Hold Buf Count CTS: 0
  • Clock sink count: 960
  • Clock Path Buffers: 3
  • TritonCTS clock tree: yes
  • CTS Root Cell: clkbuf_16
  • Number of buffers created by CTS: 97
  • Worst-path clk slew: 0.06 ns
  • Insertion Delay late pin: 0.62 ns
  • H-tree levels: 3

Setup path
  • CP peak stage delay: 0.31 ns
  • CP Buf/Inv Count: 1
  • CP Data Required Time: 0.96 ns
  • Worst setup EP type: primary output
  • Reg2reg setup slack: 0.50 ns
  • CP max FO: 2
  • Reg-to-reg startpoint: Data[959]
  • Slowest CP cell: dfxtp_2
  • Startpoint Class: flop
  • Crit path kind: reg -> out
  • Worst Setup SP: Data[959]
  • Top cell family by delay on the critical path: flip-flops
  • Worst path cell trace: buf_2
  • Crit path DAT: 1.03 ns

Placement
  • Gpl congestion: 0.740
  • DP HPWL: 25700 um
  • PortBufs: 4
  • Cell Area, Placed: 35300 um2

Cells and area
  • Max FFs per register: 960
  • Final Core Density: 0.460
  • Syn-to-layout area delta: 13.9%
  • Layout cells sized above 1: 0.0805
  • Top flop regs: Data (960)
  • Design area: 38500 um2
  • FILL cells: 7169
  • Largest reg by FF count: Data

Logic synthesis
  • Synth Warn #: 1
  • Yosys cell count: 3094
  • Post-synth seq share: 0.568
  • Synth cell types: 7
  • Ys async rst share: 0
  • Top cells by area: dfxtp_1 57%, mux2i_1 28%, nor2_1 11%
  • Synthesized area: 33800 um2
  • Post-synth regs: 960
  • Post-Syn Instances: 3094
  • List of most frequent post-synthesis cells: 960 x dfxtp_1, 960 x mux2i_1, 960 x nor2_1
  • Post-synth EDFFs: 0
  • Yosys top cell area share: 0.568
  • Biggest area consumer among synthesized cells: dfxtp_1
  • Synth Area per Inst: 10.9 um2
  • Main flop type: dfxtp_1
  • Area reported by Yosys stat: 33800 um2

Global routing
  • Initial antenna violation count: 0
  • Vias in the first global route: 18400
  • GRT Util Overall: 0.111
  • First-pass GRT wire length: 81900 um
  • Grt total ovfl: 0
  • Largest net degree at the start of global routing: 121

Min path
  • HP Class: in -> reg
  • Min-delay src: RESET

Flow run
  • OpenROAD warning count: 29
  • Max cap viols: 0

Routing
  • Initial drt markers: 878
  • Antenna cells: 0
  • Vias per inst: 4.51
  • DRT Wirelength: 46300 um
  • Number of routed nets with antenna violations: 0
  • Remaining DRCs: 0
  • WL/cell: 10.8 um
  • Vias: 19400
  • Drt first pass iters: 4

Floorplanning
  • Die ar.: 85700 um2
  • Die Ht: 293 um
  • Placeable core region: 83700 um2
  • FP Core Util: 0.404
  • Site Rows: 106
  • # IOs: 5
  • Die X: 293 um
power by group through the flow:
stage     clock (W)  sequential (W)  combinational (W)
4_1_cts      0.0305          0.0319            0.00242
5_1_grt      0.0319          0.0319            0.00254
6_report     0.0295          0.0319            0.00238
cells in the final DEF, fill, tap and decap left out, types with 4 or more instances in the layout:
cell | netlist | routed
mux2i_1 | 960 | 960
nor2_1 | 960 | 960
dfxtp_1 | 960 | 959
clkbuf_16 | 0 | 99
buf_12 | 0 | 55
buf_4 | 57 | 42
clkbuf_8 | 0 | 29
clkbuf_1 | 79 | 22
clkinv_2 | 0 | 15
inv_6 | 0 | 5
bufinv_16 | 0 | 4
metal layers:
layer | GRT usage | wire (um)
met5 | 0 | 0
met4 | 0.0258 | 1080
met3 | 0.0223 | 1700
met2 | 0.171 | 19300
met1 | 0.167 | 24200
cells by family (layout without fill, tap and decap cells):
family,count (synthesis),count (layout),synth area share
and+or+nand+nor,960,960,0.107
muxes,960,960,0.284
buffers and inverters,214,276,0.0411
DFF,960,960,0.568
through the flow:
step | cells | setup WS, ns | power, W
global route | 4290 | -0.118 | 0.0663
detailed placement | 4114 | -0.0901 | 0.0350
global placement | 4114 | -0.0740 | 0.0349
floorplan | 3094 | 0.00665 | 0.0345
finish | 4290 | -0.0704 | 0.0637
CTS | 4289 | -0.133 | 0.0648
path summary, 6_finish.rpt:
path                to  cells after the start
max          Shift_Out                      1
min          Data[509]                      3
max reg2reg  Data[959]                      3
min reg2reg    Data[0]                      2
tightest hold or removal path, cell delays in order:
cell and delay [ns]:
buf_8 0.14, buf_12 0.16, nor2_1 0.09
cell type report:
class / count / area (um2) / area share
flip-flops and latches: 960 / 19200 / 0.499
multi-input cells: 1920 / 13200 / 0.343
clock buffers: 150 / 2960 / 0.0768
repair buffers: 101 / 1460 / 0.0379
well taps: 1134 / 1420 / 0.0368
clock inverters: 25 / 246 / 0.00640
timing repair:
item	in CTS	in global routing
setup endpoints to repair	1	1
setup buffers	0	1
gates resized	4	0
endpoints found under the hold margin	0	0
pin swaps	0	0
Power and IR drop assume default switching activity.
